`design/flow/design.v`:
```
module DECODER(d0,d1,d2,d3,d4,d5,d6,d7,x,y,z);
	input x,y,z;
	output d0,d1,d2,d3,d4,d5,d6,d7;
	wire x0,y0,z0;
	not n1(x0,x);
	not n2(y0,y);
	not n3(z0,z);
	and a0(d0,x0,y0,z0);
	and a1(d1,x0,y0,z);
	and a2(d2,x0,y,z0);
	and a3(d3,x0,y,z);
	and a4(d4,x,y0,z0);
	and a5(d5,x,y0,z);
	and a6(d6,x,y,z0);
	and a7(d7,x,y,z);
endmodule
module FADDER(s,c,x,y,z);
	input x,y,z;
	wire d0,d1,d2,d3,d4,d5,d6,d7;
	output s,c;
	DECODER dec(d0,d1,d2,d3,d4,d5,d6,d7,x,y,z);
	assign s = d1 | d2 | d4 | d7,
	c = d3 | d5 | d6 | d7;
endmodule
module ADDER_8bit(cfinal,sum,num1,num2,cin);
	input [7:0] num1,num2;
	output [7:0] sum;
	wire [7:0] cout;
	input cin;
	output cfinal;
		FADDER add0(sum[0],cout[0],num1[0],num2[0],cin);
		FADDER add1(sum[1],cout[1],num1[1],num2[1],cout[0]);
		FADDER add2(sum[2],cout[2],num1[2],num2[2],cout[1]);
		FADDER add3(sum[3],cout[3],num1[3],num2[3],cout[2]);
		FADDER add4(sum[4],cout[4],num1[4],num2[4],cout[3]);
		FADDER add5(sum[5],cout[5],num1[5],num2[5],cout[4]);
		FADDER add6(sum[6],cout[6],num1[6],num2[6],cout[5]);
		FADDER add7(sum[7],cout[7],num1[7],num2[7],cout[6]);
	assign cfinal = cout[7];
endmodule
module adder_32bit(cfinal,sum,num1,num2,cin);
	input [31:0] num1,num2;
	input cin;
	output [31:0] sum;
	output cfinal;
	wire cout[3:0];
	ADDER_8bit add1(cout[0],sum[7:0],num1[7:0],num2[7:0],cin);
	ADDER_8bit add2(cout[1],sum[15:8],num1[15:8],num2[15:8],cout[0]);
	ADDER_8bit add3(cout[2],sum[23:16],num1[23:16],num2[23:16],cout[1]);
	ADDER_8bit add4(cout[3],sum[31:24],num1[31:24],num2[31:24],cout[2]);
	assign cfinal = cout[2];
endmodule
```
`design/flow/run.sh`:
```
#!/bin/bash
# OpenROAD 26Q1-2900-gdf79404cd8, Yosys 0.63+post, stock flow scripts
make -C /OpenROAD-flow-scripts/flow DESIGN_CONFIG=/design/flow/config.mk WORK_HOME=/design/flow/orfs finish
```
`design/flow/config.mk`:
```
export PLATFORM = sky130hd
export DESIGN_NAME = adder_32bit
export DESIGN_NICKNAME = adder_32bit
export VERILOG_FILES = /design/flow/design.v
export SDC_FILE = /design/flow/constraint.sdc
export NUM_CORES = 4
export LEC_CHECK = 1
export CORE_AREA = 10 10 100 100
export DIE_AREA = 0 0 110 110
```
`design/flow/constraint.sdc`:
```
current_design adder_32bit

set clk_period 16.2
set clk_io_pct 0.2

create_clock -name clk0 -period $clk_period

set non_clock_inputs [all_inputs -no_clocks]
set_input_delay [expr $clk_period * $clk_io_pct] -clock clk0 $non_clock_inputs
set_output_delay [expr $clk_period * $clk_io_pct] -clock clk0 [all_outputs]
```
==> notes.md <==
Figures from the flow reports.

Hold path:
- The path with the worst hold slack has its endpoint at sum[0].
- The worst hold path belongs to the class primary input to output pin.
- The report gives the cell count of the worst hold path as 3.
- Looking at hold timing, the worst path starts from cin.

STA:
- The run puts the final-layout worst hold slack at 7.204 ns.
- For the pin with the worst max-slew slack, the measured transition is 0.1352 ns.
- The run puts the total of endpoints with negative setup slack in the final report at 6.
- Setup repair after global routing could not meet its margin everywhere.
- In the final report, the number of pins over their slew limit comes to 0.
- The worst path in the final design needs a cycle of 17.74 ns, including I/O delays and setup.
- For this run, the top clock speed supported by timing is 0.05638 GHz.
- The run gives the period utilization as 109.5%.
- The final timing report lists a hold violation count of 0.
- The max-slew check reports its worst relative slack as 90.96%.
- The run puts the final worst setup slack at -1.537 ns.

Die:
- The run gives the site row count as 32.
- The run puts the placeable core area at 7807 µm².
- Pin placement for this block handled 98 I/O pins.
- The run gives the y dimension of the die as 110 µm.
- The run gives the area of the die as 12,100 µm².
- The run gives the die span in x as 110 µm.
- The run gives the floorplan utilization as 11.33%.

Drt:
- The run gives the initial detailed-routing violation count as 9.
- The run gives the antenna diode instance count as 0.
- The first detailed-routing pass took 2 iterations.
- The run puts the total length of routed wires at 3.063 mm.
- The run gives the post-route DRC violation count as 0.
- The run puts the wire length per cell at 13.15 µm.
- Dividing the detail-routed via count by the number of cells gives 2.944.
- The run gives the antenna violation net count after detailed routing as 0.
- The run gives the count of vias placed by the detailed router as 686.

Power:
- The run puts the share of total power consumed by net switching at 27.07%.
- The run gives the switching power as 0.01722 mW.
- The run puts the clock power share at 0%.
- The run gives the largest vdd supply drop as 0.008642 mV.
- The run puts the total power density per cell area at 35.61 nW/µm².
- The run puts the total power after layout at 0.06362 mW.
- Combinational logic burns 100.0% of the power.
- The leakage component of the power was reported as 0.6093 nW.
- The run gives the internal portion of total power as 0.04640 mW.
- The run puts the register share of total power at 0%.

Critical path:
- STA classifies the critical path startpoint as a primary input.
- The run gives the required time at the endpoint of the critical path as 12.96 ns.
- STA classifies the critical path endpoint as an output pin.
- STA lists the maximum fanout along the critical path as 2.
- On the critical path, the stage with the largest delay is an instance of sky130_fd_sc_hd__fa_2.
- The critical path is of the primary input to output pin type.
- The run gives the data arrival time at the worst-slack endpoint as 14.50 ns.
- The run gives the most prevalent standard cell on the critical path as sky130_fd_sc_hd__fa_2.
- The run puts the stage delay of the slowest cell on the critical path at 0.39 ns.

Final layout:
- The run gives the area added between synthesis and finish as 102.0%.
- The run puts the final sequential cell count at 0.
- The run puts the final-layout clock buffer total at 0.
- The run puts the final standard cell utilization of the core at 22.88%.
- The run gives the share of cells above drive strength 1 as 32.82%.
- The run gives the flip-flop and latch area as 0 µm².

Logic synthesis:
- The run gives the number of standard cells after synthesis as 64.
- The run gives the mean cell area of the mapped netlist as 13.82 µm².
- The run gives the area of the synthesized netlist per yosys stat as 884.6 µm².
- The run gives the count of distinct cell types in the synthesized netlist as 3.
- In this run the cell area of the synthesized design comes to 884.6 µm².
- The run puts the number of standard cells reported by yosys at 64.
- The run gives the proportion of synthesized chip area in sequential cells as 0%.
- The run gives the count of yosys warnings during synthesis as 1.

Status:
- The final reports fail on negative setup slack.
- The flow ran to the end, but the final reports show violations.

Global route:
- The first global-routing pass estimated 4.140 mm of wire.
- The run puts the pin count of the biggest net entering global routing at 3.
- The initial antenna violation count came to 0.
- The run gives the number of global-route vias before repair as 836.
- The run gives the global-route total usage across every layer as 4.313%.
- The run gives the total congestion overflow as 0.

Placed design:
- In this run the tool buffered the top-level ports with 98 buffer cells.
- The run puts the global placement routability congestion at 0.9286.

Clock network:
- Hold repair after CTS inserted 0 buffers.

Run:
- The run gives the number of warnings in the stage logs as 35.
- The run gives the number of max-cap violations as 0.
## routing by layer
layer,up-vias,wire length [µm],global-route usage (%)
met5,-,0,0
li1,295,-,-
met1,305,1191,5.428
met3,0,782,3.231
met4,0,0,0
met2,86,1090,6.224
## Yosys cell counts
cell	n	area, µm²
sky130_fd_sc_hd__fa_1	31	620.6
sky130_fd_sc_hd__buf_4	32	240.2
sky130_fd_sc_hd__xor3_1	1	23.77
## layout by cell type (no fill, tap or decap)
master                            synthesis  layout
sky130_fd_sc_hd__clkdlybuf4s50_1          0      85
sky130_fd_sc_hd__fa_2                     0      31
sky130_fd_sc_hd__buf_2                    0      10
sky130_fd_sc_hd__dlygate4sd2_1            0       2
sky130_fd_sc_hd__xor3_1                   1       1
sky130_fd_sc_hd__buf_6                    0       1
sky130_fd_sc_hd__buf_4                   32       1
## final cells by class
class / count / area, µm²
well taps: 102 / 127.6
multi-input cells: 32 / 721.9
fillers: 836 / 6021
repair buffers: 99 / 937.1
## worst max-delay path, delay by kind of cell
family	cells	cell delay, ns
xor+xnor	1	0.17
buf+inv	2	0.22
fa+ha+maj	31	10.86
## worst max-delay path by stage
stage         start  endpoint  slack [ns]  depth (start not counted)
CTS             cin   sum[31]       -2.43                         34
global route    cin   sum[31]       -1.81                         34
finish          cin   sum[31]       -1.54                         34
## metrics by stage
stage	std cells	setup TNS [ns]	cell area [µm²]	setup slack [ns]
floorplan	64	-3.767	959.7	-1.353
global placement	232	-11.24	1828	-2.490
detailed placement	232	-11.50	1828	-2.543
CTS	232	-11.23	1779	-2.426
global route	233	-7.210	1787	-1.809
finish	233	-5.630	1787	-1.537
## power groups by stage
stage | logic, mW | registers [mW] | clock network, mW
global route | 0.0726 | 0 | 0
finish | 0.0636 | 0 | 0
CTS | 0.0674 | 0 | 0
## cell families after synthesis
| family | share of synthesized area, % |
|---|---|
| xor+xnor | 2.687 |
| fa+ha+maj | 70.16 |
| buf+inv | 27.16 |
## what timing repair did
item | in CTS | in global routing
gates resized | 40 | 0
setup endpoints to repair | 8 | 10
cloned | 0 | 0
setup buffers | 0 | 1
pin swaps | 32 | 30
Power figures rest on the tool's default switching activity, not on a simulated workload.
